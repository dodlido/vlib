## design/flow/config.mk

```make
export PLATFORM = sky130hd
export DESIGN_NAME = gen_sp_reg_mem_top
export DESIGN_NICKNAME = gen_sp_reg_mem_top
export VERILOG_FILES = /design/flow/design.v
export SDC_FILE = /design/flow/constraint.sdc
export NUM_CORES = 4
export LEC_CHECK = 1
export CORE_UTILIZATION = 40
export SYNTH_HDL_FRONTEND = slang
```

## design/flow/constraint.sdc

```tcl
current_design gen_sp_reg_mem_top

set clk_period 2.7
set clk_io_pct 0.2

create_clock -name clk0 -period $clk_period [get_ports {clk}]

set non_clock_inputs [all_inputs -no_clocks]
set_input_delay [expr $clk_period * $clk_io_pct] -clock clk0 $non_clock_inputs
set_output_delay [expr $clk_period * $clk_io_pct] -clock clk0 [all_outputs]
```

## design/flow/design.v

```verilog
module gen_pipe_top #(
   parameter           DEPTH       =    2 ,  
   parameter           DAT_W       =    4 ,  
   parameter bit [0:0] LOW_PWR_OPT = 1'b1    
) (
   input  logic [      0:0] clk     ,  
   input  logic [      0:0] rst_n   ,  
   input  logic [DAT_W-1:0] dat_in  ,  
   input  logic [      0:0] vld_in  ,  
   output logic [DAT_W-1:0] dat_out ,  
	output logic [      0:0] vld_out    
);
logic [DEPTH:0][DAT_W-1:0] pipe_dat ; 
logic [DEPTH:0]            pipe_vld ; 
genvar ST ; 
generate
   for (ST = 0; ST<DEPTH; ST++) begin : gen_pipe_loop
      if (ST==0) begin : gen_1st_stage_cond 
         always_ff @(posedge clk) begin
            if (!rst_n) begin
               pipe_dat[1] <= DAT_W'(0) ; 
               pipe_vld[1] <= 1'b0      ;
            end
            else if (pipe_vld[ST] | ~LOW_PWR_OPT) begin
               pipe_dat[1] <= dat_in ; 
               pipe_vld[1] <= vld_in ;
            end
         end
      end
      else begin : gen_2nd_stage_cond
         always_ff @(posedge clk) begin
            if (!rst_n) begin
               pipe_dat[ST+1] <= DAT_W'(0) ; 
               pipe_vld[ST+1] <= 1'b0      ;
            end
            else if (pipe_vld[ST] | ~LOW_PWR_OPT) begin
               pipe_dat[ST+1] <= pipe_dat[ST] ; 
               pipe_vld[ST+1] <= pipe_vld[ST] ;
            end
         end
      end
   end
endgenerate
assign dat_out = DEPTH==0 ? dat_in : pipe_dat[DEPTH] ; 
assign vld_out = DEPTH==0 ? vld_in : pipe_vld[DEPTH] ; 
endmodule
module gen_sp_reg_mem_top #(
    parameter int       DAT_W        =             8 ,  
    parameter int       DEPTH        =            32 ,  
    parameter int       ADD_W        = $clog2(DEPTH) ,  
    parameter int       DLY_USER2MEM = 0             ,  
    parameter int       DLY_MEM2USER = 0             ,  
    parameter bit [0:0] LOW_PWR_OPT  = 1'b1          ,  
    parameter bit [0:0] BIT_EN_OPT   = 1'b0             
)(
    input  logic [      0:0] clk     ,  
    input  logic [      0:0] rst_n   ,  
    input  logic [      0:0] cs      ,  
    input  logic [      0:0] wen     ,  
    input  logic [ADD_W-1:0] add     ,  
    input  logic [DAT_W-1:0] dat_in  ,  
    input  logic [DAT_W-1:0] bit_sel ,  
    output logic [DAT_W-1:0] dat_out    
);
logic            [      0:0] masked_wr                ; 
logic            [      0:0] masked_rd                ;
logic            [DAT_W-1:0] mem_dat_in               ;
logic [DEPTH-1:0][DAT_W-1:0] mem_dat_in_post_bit_sel  ;
logic            [ADD_W-1:0] mem_add                  ;
logic            [      0:0] mem_wr                   ;
logic            [      0:0] mem_cs                   ;
logic            [DAT_W-1:0] mem_dat_out              ;
logic [DEPTH-1:0][DAT_W-1:0] mem_array                ; 
logic [DEPTH-1:0]            mem_wen_vec              ;
assign masked_wr =  wen & cs ; 
assign masked_rd = ~wen & cs ; 
generate
   if (BIT_EN_OPT) begin: gen_bit_en_cond  
      wire [DAT_W-1:0] mem_bit_sel ; 
      gen_pipe_top #(.DEPTH(DLY_USER2MEM), .DAT_W(2*DAT_W+ADD_W+1), .LOW_PWR_OPT(LOW_PWR_OPT)) i0_ctrl_pipe (
         .clk      (clk                                          ),
         .rst_n    (rst_n                                        ),
         .dat_in   ({bit_sel    , dat_in    , add    , masked_wr}),
         .vld_in   (cs                                           ),
         .dat_out  ({mem_bit_sel, mem_dat_in, mem_add, mem_wr   }),
         .vld_out  (mem_cs                                       )
      ); 
   end
   else begin: gen_bit_dis_cond  
      gen_pipe_top #(.DEPTH(DLY_USER2MEM), .DAT_W(DAT_W+ADD_W+1), .LOW_PWR_OPT(LOW_PWR_OPT)) i1_ctrl_pipe (
         .clk      (clk                             ),
         .rst_n    (rst_n                           ),
         .dat_in   ({dat_in    , add    , masked_wr}),
         .vld_in   (cs                              ),
         .dat_out  ({mem_dat_in, mem_add, mem_wr   }),
         .vld_out  (mem_cs                          )
      ); 
   end
endgenerate
genvar ADD_IDX, BIT_IDX ; 
generate
   for (ADD_IDX = 0; ADD_IDX<DEPTH; ADD_IDX++) begin : gen_mem_loop
      if (BIT_EN_OPT) begin: gen_bit_sel_dat_en_cond
         for (BIT_IDX=0; BIT_IDX<DAT_W; BIT_IDX++) begin: gen_bit_sel_dat_en_loop
            assign mem_dat_in_post_bit_sel[ADD_IDX][BIT_IDX] = mem_bit_sel[BIT_IDX] ? mem_dat_in[BIT_IDX] : mem_array[ADD_IDX][BIT_IDX] ; 
         end
      end
      else begin: gen_bit_sel_dat_dis_cond
         assign mem_dat_in_post_bit_sel[ADD_IDX] = mem_dat_in ; 
      end
      assign mem_wen_vec[ADD_IDX] = (ADD_IDX[ADD_W-1:0]==mem_add) & mem_wr ; 
      always_ff @(posedge clk) 
         if (!rst_n) 
            mem_array[ADD_IDX] <= DAT_W'(0) ; 
         else if (mem_wen_vec[ADD_IDX])
            mem_array[ADD_IDX] <= mem_dat_in_post_bit_sel[ADD_IDX] ; 
   end
endgenerate
assign mem_dat_out = mem_array[mem_add] ;  
gen_pipe_top #(.DEPTH(DLY_MEM2USER), .DAT_W(DAT_W), .LOW_PWR_OPT(LOW_PWR_OPT)) out_pipe (
    .clk      (clk        ),
    .rst_n    (rst_n      ),
    .dat_in   (mem_dat_out),
    .vld_in   (mem_cs     ),
    .dat_out  (dat_out    ),
    .vld_out  (           )   
); 
endmodule
```

## design/flow/run.sh

```bash
#!/bin/bash
# OpenROAD 26Q1-2900-gdf79404cd8, Yosys 0.63+post, stock flow scripts
make -C /OpenROAD-flow-scripts/flow DESIGN_CONFIG=/design/flow/config.mk WORK_HOME=/design/flow/orfs finish
```

==> impl_metrics.toml <==
# physical design summary
[floorplan]
dieHeight_um = 177
num_io_pins = 33
design.core.area_mm2 = 0.0300
fp.dieW_um = 177
fp_util = 0.410
rows = 63
dieArea_mm2 = 0.0314

[timing]
finalClockSkew_ns = 0
fin_crit_sh = 1.01
rsz0062_at_grt = "true"
min_period_ns = 2.74
finalHoldViolCount = 0
slew_headroom = 0.521
worstMarginPinSlew_ns = 0.718
setup_violations = 4
report.final.slew_viol_count = 0
finalWorstSetupSlack_ns = -0.0402
max_freq_ghz = 0.365

[yosys]
ys_seq_frac = 0.417
syn_area_mm2 = 0.0123
synth.most_common_cell = "dfxtp_1"
topCellsByArea = "dfxtp_1 (42%), mux2i_1 (18%), nor2b_1 (9.6%), mux4_2 (8.1%), a21boi_0 (4.3%)"
yosys_cells = 1177
ys_warn_count = 0
yosys_area_mm2 = 0.0123
yosys.cell_types.count = 45
async_flop_share = 0
netlist_instances = 1177
ys.flop_type = "dfxtp_1"
ys.flops = 256
top_area_cell = "dfxtp_1"
edf_count = 0
synthDominantCellAreaShare = 0.417
synthTopCellsByCount = "dfxtp_1 (256), mux2i_1 (223), nor2b_1 (188)"
syn_avg_cell_area_um2 = 10.4

[run_status]
status = "finished with violations"
violations = "setup timing"

[worst_setup_path]
crit_chain = "buf_16 > buf_12 > buf_6 > mux4_2 > a221o_1 > a21oi_2 > buf_6 > a31oi_4 > buf_2"
path_max_fanout = 6
crit_path_end_kind = "output pin"
rr_worst_depth = 2
max_stage_delay_ns = 0.50
worstSetupStartpointType = "primary input"
cp.arrival_ns = 2.20
critical_path_class = "in -> out"
r2r_setup_slack_ns = 1.95
path_common_cell = "buf_6"
slowest_stage = "mux4_2"
cp.required_ns = 2.16

[job]
warning_count = 35
drv_cap = 0

[power_and_ir_drop]
leakagePower_nw = 5.12
power_density_mw_per_mm2 = 564
power_w = 0.00853
vdd_ir_drop_max_mv = 0.536

[clock_tree]
worst_skew_pair.late_latency_ns = 0.54
cts_tree = "built"
clockBufferDepth = 3
cts_max_level = 1
cts_hold_repair.buffers = 0
cts_buffers = 28
root_buffer = "clkbuf_16"
clkSinkCount = 256
cts.reportedPaths.clkPinSlew_ns = 0.07

[final_layout]
largest-register = "mem_array"
area_delta_synth_final_pct = 23.1
largest_reg_flops = 256
largestRegisters = "mem_array (256)"
drive_gt1_frac = 0.248
utilization = 0.505

[detailed_routing]
dr.pass1.iters = 7
drc = 0
drt_wl_total_mm = 33.2
post_drt_via_cell_ratio = 5.30
drtAntennaViolNets = 0
wl_per_cell_um = 19.9
dr_total_vias = 8872
drtIter0Drc = 552

[worst_hold_path]
hold_path.class = "in -> reg"
hold_path_depth = 2

[global_routing]
grt_max_degree = 97
grt_util_all_layers = 0.225
grt_pass1_vias = 8682
overflow = 0
antenna_found_initial = 1
grt_pass1_wl_mm = 51.8

[place]
dp_hpwl_mm = 21.2
place_congestion = 0.867
port_buffers = 24
==> cells by family (layout without fill, tap and decap cells) <==
| kind of cell | Yosys count | in the layout | share of synthesized area |
|---|---|---|---|
| mux | 277 | 277 | 0.271 |
| compound gates | 190 | 190 | 0.102 |
| buf+inv | 101 | 206 | 0.0390 |
| simple gates | 353 | 353 | 0.170 |
| flops | 256 | 256 | 0.417 |
| other cells | 0 | 1 | 0 |
==> cells in the final DEF, fill, tap and decap left out, types with 4 or more instances in the layout <==
| master | Yosys | final |
|---|---|---|
| a21boi_0 | 71 | 71 |
| mux2_2 | 10 | 9 |
| mux4_2 | 44 | 44 |
| buf_4 | 8 | 94 |
| a21oi_2 | 0 | 5 |
| nor2_1 | 16 | 12 |
| mux2i_1 | 223 | 218 |
| a21oi_1 | 10 | 4 |
| nor2b_1 | 188 | 188 |
| nor2_4 | 16 | 16 |
| clkinv_2 | 0 | 4 |
| nand2b_1 | 5 | 4 |
| clkdlybuf4s50_1 | 0 | 10 |
| nor2_8 | 4 | 4 |
| buf_2 | 16 | 5 |
| buf_12 | 1 | 26 |
| dfxtp_1 | 256 | 255 |
| nand2_2 | 1 | 7 |
| clkbuf_8 | 0 | 10 |
| o22a_1 | 6 | 6 |
| nand2_1 | 91 | 85 |
| o221ai_2 | 0 | 5 |
| buf_6 | 3 | 10 |
| clkbuf_16 | 0 | 28 |
| mux2i_4 | 0 | 4 |
| a22oi_1 | 6 | 4 |
| clkbuf_1 | 70 | 4 |
| nor2_2 | 9 | 13 |
| o21ai_0 | 73 | 73 |
| buf_8 | 1 | 4 |
| nand3_1 | 8 | 8 |
==> per-stage QoR <==
step | setup slack [ns] | hold slack (ns) | area [um^2] | setup TNS (ns) | std cells
3_5_place_dp | -0.519 | 0.471 | 13600 | -45.66 | 1601
6_report | -0.0402 | 0.376 | 15100 | -0.127 | 1673
5_1_grt | -0.0748 | 0.367 | 15100 | -0.329 | 1672
4_1_cts | -0.0658 | 0.351 | 15100 | -0.323 | 1671
3_3_place_gp | -0.503 | 0.462 | 13600 | -42.98 | 1601
2_1_floorplan | 0.331 | 0.449 | 12300 | 0 | 1177
==> routing by layer <==
metal  routed length (um)  share of wire  vias up  track usage
met4                  724          0.022        0       0.0442
met3                 2000          0.060       47       0.0530
li1                     -              -     4300            -
met5                    0              0        -            0
met1                15800           0.48     4323        0.350
met2                14700           0.44      202        0.331
==> worst paths after layout <==
check | startpoint | end
setup / recovery | add[0] | dat_out[4]
hold / removal | rst_n | mem_array[26]$_SDFFE_PN0P_
setup reg to reg | mem_array[94]$_SDFFE_PN0P_ | mem_array[94]$_SDFFE_PN0P_
hold reg to reg | mem_array[227]$_SDFFE_PN0P_ | mem_array[227]$_SDFFE_PN0P_
==> worst max-delay path: cells and delay by family <==
| family | cells | cell delay [ns] |
|---|---|---|
| buffers and inverters | 5 | 0.61 |
| AND-OR/OR-AND | 3 | 0.54 |
| multiplexers | 1 | 0.50 |
==> final cells by class <==
| class | instances | area, um^2 |
|---|---|---|
| Timing Repair Buffer | 154 | 1580 |
| Tap cell | 390 | 488 |
| Antenna cell | 1 | 2.50 |
| Clock inverter | 9 | 135 |
| Clock buffer | 42 | 853 |
| Multi-Input combinational cell | 820 | 6940 |
| Fill cell | 2628 | 14800 |
| Sequential cell | 256 | 5130 |
| Inverter | 1 | 3.75 |
==> report_power, final <==
part | internal, W | switching [W] | total, W
registers | 0.00379 | 0.00000818 | 0.00380
clock network | 0.00246 | 0.00156 | 0.00403
logic | 0.000317 | 0.000382 | 0.000699
==> repair_timing <==
item | CTS | global route
setup buffers | 19 | 2
endpoints found under the setup margin | 8 | 8
pin swaps | 24 | 12
resized | 89 | 20
